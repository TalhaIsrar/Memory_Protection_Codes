**config.mk**
```make
export PLATFORM = sky130hd
export DESIGN_NAME = hsiao_code_faulty_memory
export DESIGN_NICKNAME = hsiao_code_faulty_memory
export VERILOG_FILES = /design/flow/design.v
export SDC_FILE = /design/flow/constraint.sdc
export NUM_CORES = 4
export LEC_CHECK = 1
export CORE_UTILIZATION = 40
```
**constraint.sdc**
```tcl
current_design hsiao_code_faulty_memory

set clk_period 8.1
set clk_io_pct 0.2

create_clock -name clk0 -period $clk_period [get_ports {clk}]

set non_clock_inputs [all_inputs -no_clocks]
set_input_delay [expr $clk_period * $clk_io_pct] -clock clk0 $non_clock_inputs
set_output_delay [expr $clk_period * $clk_io_pct] -clock clk0 [all_outputs]
```
**design.v**
```verilog
module hsiao_code_decoder(
    input  [12:0] in_code,
    output reg [7:0] out_data,
    output reg single_error_corrected,
    output reg double_error_detected
);
    wire [4:0] syndrome;
    reg  [12:0] corrected_code;
    wire syndrome_parity_odd;
    assign syndrome[4] = in_code[12] ^ in_code[11] ^ in_code[10] ^ in_code[9] ^ in_code[4];
    assign syndrome[3] = in_code[12] ^ in_code[8]  ^ in_code[7]  ^ in_code[6] ^ in_code[3];
    assign syndrome[2] = in_code[11] ^ in_code[10] ^ in_code[7]  ^ in_code[6] ^ in_code[5] ^ in_code[2];
    assign syndrome[1] = in_code[11] ^ in_code[9]  ^ in_code[8]  ^ in_code[6] ^ in_code[5] ^ in_code[1];
    assign syndrome[0] = in_code[12] ^ in_code[10] ^ in_code[9]  ^ in_code[8] ^ in_code[7] ^ in_code[5] ^ in_code[0];
    assign syndrome_parity_odd = ^syndrome;  
    always @(*) begin
        corrected_code = in_code;
        single_error_corrected = 0;
        double_error_detected  = 0;
        if (syndrome == 5'b00000) begin
            corrected_code = in_code;
        end else if (syndrome != 5'b00000 && syndrome_parity_odd) begin
            single_error_corrected = 1;
            case (syndrome)
                5'd0: corrected_code[0]  = ~corrected_code[0];
                5'd1: corrected_code[1]  = ~corrected_code[1];
                5'd2: corrected_code[2]  = ~corrected_code[2];
                5'd3: corrected_code[3]  = ~corrected_code[3];
                5'd4: corrected_code[4]  = ~corrected_code[4];
                5'd5: corrected_code[5]  = ~corrected_code[5];
                5'd6: corrected_code[6]  = ~corrected_code[6];
                5'd7: corrected_code[7]  = ~corrected_code[7];
                5'd8: corrected_code[8]  = ~corrected_code[8];
                5'd9: corrected_code[9]  = ~corrected_code[9];
                5'd10: corrected_code[10] = ~corrected_code[10];
                5'd11: corrected_code[11] = ~corrected_code[11];
                5'd12: corrected_code[12] = ~corrected_code[12];
                default: ;
            endcase
        end else if (!syndrome_parity_odd) begin
            double_error_detected = 1;
        end
        out_data[0] = corrected_code[5];
        out_data[1] = corrected_code[6];
        out_data[2] = corrected_code[7];
        out_data[3] = corrected_code[8];
        out_data[4] = corrected_code[9];
        out_data[5] = corrected_code[10];
        out_data[6] = corrected_code[11];
        out_data[7] = corrected_code[12];
    end
endmodule
module hsiao_code_encoder(
    input  [7:0] input_data,
    output [12:0] output_code
);
    wire [12:0] code;
    assign code[12] = input_data[7];
    assign code[11] = input_data[6];
    assign code[10] = input_data[5];
    assign code[9]  = input_data[4];
    assign code[8]  = input_data[3];
    assign code[7]  = input_data[2];
    assign code[6]  = input_data[1];
    assign code[5]  = input_data[0];
    assign code[4] = code[12] ^ code[11] ^ code[10] ^ code[9];
    assign code[3] = code[12] ^ code[8]  ^ code[7]  ^ code[6];
    assign code[2] = code[11] ^ code[10] ^ code[7]  ^ code[6] ^ code[5];
    assign code[1] = code[11] ^ code[9]  ^ code[8]  ^ code[6] ^ code[5];
    assign code[0] = code[12] ^ code[10] ^ code[9]  ^ code[8] ^ code[7] ^ code[5];
    assign output_code = code;
endmodule
module hsiao_code_faulty_memory(
    input clk,
    input rst,
    input [7:0] input_data,
    input [3:0] input_addr,
    input wr_en,
    input [3:0] fault_addr1,
    input [3:0] fault_addr2,
    input fault_enable,
    input two_bit_fault_enable,
    output [7:0] output_data,
    output single_bit_error_corrected,
    output double_bit_error_detected
);
    wire [12:0] encoded;
    wire [12:0] codeword_read;
    wire [12:0] corrupted;
    hsiao_code_encoder encoder (
        .input_data(input_data),
        .output_code(encoded)
    );
    mem_hsiao_code memory(
        .clk(clk),
        .rst(rst),
        .wr_en(wr_en),
        .addr(input_addr),
        .data_in(encoded),
        .data_out(codeword_read)
    );
    two_bit_fault_injector injector (
        .in_code(codeword_read),
        .fault_bit_addr1(fault_addr1),
        .fault_bit_addr2(fault_addr2),
        .fault_en(fault_enable),
        .is_two_bit_fault(two_bit_fault_enable),
        .out_error_code(corrupted)
    );
    hsiao_code_decoder decoder (
        .in_code(corrupted),
        .out_data(output_data),
        .single_error_corrected(single_bit_error_corrected),
        .double_error_detected(double_bit_error_detected)
    );
endmodule
module mem_hsiao_code (
    input         clk,
    input         rst,
    input         wr_en,
    input  [3:0]  addr,
    input  [12:0] data_in,
    output [12:0] data_out
);
    reg [12:0] mem [0:15];
    assign data_out = mem[addr];
    always @(posedge clk) begin
        if (wr_en) begin
            mem[addr] <= data_in;
        end
    end
endmodule
module two_bit_fault_injector
(
    input  [12:0] in_code,
    input  [3:0]  fault_bit_addr1,
    input  [3:0]  fault_bit_addr2,
    input         fault_en,
    input         is_two_bit_fault,   
    output reg [12:0] out_error_code
);
    always @(*) begin
        out_error_code = in_code;
        if (fault_en) begin
            case (fault_bit_addr1)
                4'd0:  out_error_code[0]  = ~in_code[0];
                4'd1:  out_error_code[1]  = ~in_code[1];
                4'd2:  out_error_code[2]  = ~in_code[2];
                4'd3:  out_error_code[3]  = ~in_code[3];
                4'd4:  out_error_code[4]  = ~in_code[4];
                4'd5:  out_error_code[5]  = ~in_code[5];
                4'd6:  out_error_code[6]  = ~in_code[6];
                4'd7:  out_error_code[7]  = ~in_code[7];
                4'd8:  out_error_code[8]  = ~in_code[8];
                4'd9:  out_error_code[9]  = ~in_code[9];
                4'd10: out_error_code[10] = ~in_code[10];
                4'd11: out_error_code[11] = ~in_code[11];
                4'd12: out_error_code[12] = ~in_code[12];
                default: ;  
            endcase
        end
        if (fault_en && is_two_bit_fault) begin
            case (fault_bit_addr2)
                4'd0:  out_error_code[0]  = ~in_code[0];
                4'd1:  out_error_code[1]  = ~in_code[1];
                4'd2:  out_error_code[2]  = ~in_code[2];
                4'd3:  out_error_code[3]  = ~in_code[3];
                4'd4:  out_error_code[4]  = ~in_code[4];
                4'd5:  out_error_code[5]  = ~in_code[5];
                4'd6:  out_error_code[6]  = ~in_code[6];
                4'd7:  out_error_code[7]  = ~in_code[7];
                4'd8:  out_error_code[8]  = ~in_code[8];
                4'd9:  out_error_code[9]  = ~in_code[9];
                4'd10: out_error_code[10] = ~in_code[10];
                4'd11: out_error_code[11] = ~in_code[11];
                4'd12: out_error_code[12] = ~in_code[12];
                default: ;  
            endcase
        end
    end
endmodule
```
**run.sh**
```bash
#!/bin/bash
# OpenROAD 26Q1-2900-gdf79404cd8, Yosys 0.63+post, stock flow scripts
make -C /OpenROAD-flow-scripts/flow DESIGN_CONFIG=/design/flow/config.mk WORK_HOME=/design/flow/orfs finish
```
==> results.toml <==
# yosys + openroad results
[cts]
root_buffer = "clkbuf_16"
clock-sinks = 208
cts.reportedPaths.clkPinSlew_ns = 0.06
cts_hold_buf = 0
cts_buffers = 22
cts_tree = "yes"
clk_path_buf_depth = 3
htreeDepth = 1

[floorplan]
ios = 35
die_w_microns = 152
die_h_microns = 152
core_util_floorplan = 0.410
die_area_sq_mm = 0.0230
row_count = 54
design.core.area_sq_mm = 0.0219

[timing]
final_max_slew_viol_count = 0
min_period_ns = 7.71
worstMarginPinSlew_ns = 0.717
holdWs_ns = 1.91
grt_setup_unrepaired = "no"
post-route-period-util = 0.952
maxSlewHeadroom = 0.520
hold_violations = 0
setup_tns_ns = 0
fmax_mhz = 130
setup_violations = 0

[pwr]
intPower_w = 0.00205
ir_drop_v = 0.000209
clkPwrFrac = 0.348
switchingPower_w = 0.000629
power_density_mw_per_mm2 = 255
comb_power_share = 0.189
swShare = 0.235
pwr-share-seq = 0.463
p_leak_nw = 3.42

[global_routing]
gr-total-overflow = 0
grt_usage = 0.177
grt_pass1_vias = 4740
grt_max_degree = 25
antenna_found_initial = 0
grt_pass1_wl_mm = 26.7

[routing]
first_pass_iters = 4
diodes = 0
drt-wirelength-per-cell_microns = 21.5
vias_per_cell = 5.43
dr.first_iter.drc_count = 246
vias = 4480
drc = 0
postRouteAntennaNets = 0
routed_wl_mm = 17.7

[setup_path]
critPathCaptureType = "primary output"
criticalPathCategory = "in -> out"
critPathArrivalTime_ns = 6.09
worst_setup_path_start_kind = "input pin"
cp_max_fo = 11
critPathMaxStageDelay_ns = 0.71
critPathSlowestCell = "clkdlybuf4s50_1"
cp.required_ns = 6.48
crit_chain = "clkdlybuf4s50_1 > and2b_2 > a22o_1 > a221oi_1 > buf_4 > xnor2_1 > xnor3_1 > xnor3_1 > inv_1 > ha_1 > and2_1 > nand3_1 > xnor2_1 > clkdlybuf4s50_1"

[min_path]
worstHoldStart = "input_data[5]"
hold_depth = 2
min_path_type = "in -> reg"
holdPathEnd = "memory.mem[0][10]"

[yosys]
syn_inst = 451
synth-edff-count = 208
ff_type = "edfxtp_1"
synth_area_sq_mm = 0.00897
ys_cells = 451
synth_cell_types = 47
avgSynthCellArea_sq_um = 19.9
async_flop_share = 0
seq_area_frac_synth = 0.696
synth-seq-cells = 208
yosys_warnings = 3
ys_chip_area_sq_mm = 0.00897

[finish]
fill_cells = 1775
final_core_util = 0.479
top_register = "memory.mem"
final-comb-area_sq_mm = 0.00257
drive_gt1_frac = 0.218
syn2layout_area_growth_pct = 16.8
reg.largest.list = "memory.mem: 208 flops"
largest_register_ffs = 208
register_area_sq_mm = 0.00625

[job]
max_cap_violations = 0
warnings = 26

[placed_design]
buffer_ports.inserted = 33
dp_hpwl_mm = 11.6
gp_congestion = 0.896

[outcome]
status = "finished clean"
per-stage QoR:
step	cell area (sq um)	setup slack, ns	instances	total power (W)
final	10500	0.386	825	0.00268
after global routing	10500	0.0481	825	0.00279
after CTS	10500	0.277	825	0.00270
after detailed placement	9800	0.277	785	0.00177
after global placement	9800	0.364	785	0.00176
after floorplan	8970	1.75	451	0.00159
Yosys cell counts, types with 3 or more instances:
library cell	count	share of area
a221oi_1	10	0.0098
o22ai_1	9	0.0063
xor2_1	9	0.0088
nand3_1	11	0.0061
buf_6	4	0.0050
mux4_1	17	0.050
xnor3_1	5	0.013
buf_2	6	0.0033
o21ai_0	3	0.0017
nand2_1	4	0.0017
xnor2_1	36	0.035
mux4_2	34	0.085
nor2_1	18	0.0075
mux2i_1	5	0.0056
and2_1	4	0.0028
nand3b_1	4	0.0033
nor2b_1	3	0.0021
nand2b_1	11	0.0077
edfxtp_1	208	0.70
a22o_1	11	0.011
nor3_1	4	0.0022
cells by family after synthesis:
family / share of synthesized area
AND-OR/OR-AND: 0.0378
adder cells (fa/ha/maj): 0.00139
buffers and inverters: 0.0199
AND/OR/NAND/NOR: 0.0434
XOR/XNOR: 0.0609
multiplexers: 0.141
flip-flops: 0.696
layout by cell type, fill, tap and decap left out, types with 6 or more instances in the layout:
| cell type | instances |
|---|---|
| mux4_1 | 17 |
| clkbuf_16 | 23 |
| nand2b_1 | 11 |
| clkdlybuf4s50_1 | 31 |
| clkbuf_1 | 6 |
| edfxtp_1 | 208 |
| nor2_1 | 18 |
| a221oi_1 | 10 |
| mux4_2 | 34 |
| xor2_1 | 9 |
| buf_4 | 41 |
| o22ai_1 | 9 |
| nand3_1 | 11 |
| xnor2_1 | 36 |
| a22o_1 | 11 |
cell type report:
cell class              count  share of cell area
flip-flops and latches    208               0.596
repair buffers             74              0.0602
well taps                 280              0.0334
inverters                   2            0.000716
multi-input cells         221               0.245
clock buffers              29              0.0571
clock inverters            11             0.00740
power by group through the flow:
stage / clock network [W] / logic, W / registers [W]
6_report: 0.000931 / 0.000507 / 0.00124
5_1_grt: 0.000990 / 0.000564 / 0.00124
4_1_cts: 0.000949 / 0.000513 / 0.00124
metal layers:
metal	vias to the layer above	wire, microns	global-route usage
met5	-	0	0
met4	0	360	0.0317
met3	30	2060	0.0968
met2	202	8440	0.268
met1	2214	6840	0.244
li1	2034	-	-
critical path, delay by kind of cell:
| family | cells | cell delay [ns] |
|---|---|---|
| and+or+nand+nor | 3 | 0.74 |
| adders and majority gates | 1 | 0.43 |
| buffers and inverters | 4 | 1.47 |
| xor gates and xnor gates | 4 | 1.30 |
| AOI/OAI and AO/OA | 2 | 0.51 |
worst max-delay path by stage:
stage,startpoint,endpoint,slack [ns],cells past startpoint
after global routing,input_addr[0],output_data[7],0.05,14
after CTS,input_addr[2],output_data[7],0.28,14
final,input_addr[0],output_data[7],0.39,14
what timing repair did:
action                     4_1_cts  5_1_grt
gates resized                    0        2
setup endpoints to repair        0        4
buffers inserted                 0        0
No activity file was given, so power comes from the tool's default toggle rates.
