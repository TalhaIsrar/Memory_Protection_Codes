File: flow/design.v
module burst_error_injector (
    input  [11:0] in_code,
    input  [3:0]  fault_start_addr,         
    input  [1:0]  burst_error_length,       
    input         fault_en,
    output reg [11:0] out_error_code
);
    always @(*) begin
        out_error_code = in_code;
        if (fault_en) begin
            case (burst_error_length)
                2'd0: begin
                    if (fault_start_addr < 12)
                        out_error_code[fault_start_addr] = ~in_code[fault_start_addr];
                end
                2'd1: begin
                    if (fault_start_addr < 12)
                        out_error_code[fault_start_addr] = ~in_code[fault_start_addr];
                    if ((fault_start_addr + 1) < 12)
                        out_error_code[fault_start_addr + 1] = ~in_code[fault_start_addr + 1];
                end
                2'd2: begin
                    if (fault_start_addr < 12)
                        out_error_code[fault_start_addr] = ~in_code[fault_start_addr];
                    if ((fault_start_addr + 1) < 12)
                        out_error_code[fault_start_addr + 1] = ~in_code[fault_start_addr + 1];
                    if ((fault_start_addr + 2) < 12)
                        out_error_code[fault_start_addr + 2] = ~in_code[fault_start_addr + 2];
                end
                2'd3: begin
                    if (fault_start_addr < 12)
                        out_error_code[fault_start_addr] = ~in_code[fault_start_addr];
                    if ((fault_start_addr + 1) < 12)
                        out_error_code[fault_start_addr + 1] = ~in_code[fault_start_addr + 1];
                    if ((fault_start_addr + 2) < 12)
                        out_error_code[fault_start_addr + 2] = ~in_code[fault_start_addr + 2];
                    if ((fault_start_addr + 3) < 12)
                        out_error_code[fault_start_addr + 3] = ~in_code[fault_start_addr + 3];
                end
                default: ;  
            endcase
        end
    end
endmodule
module crc_code_controller #(
    parameter NUM_CYCLES = 11
)(
    input clk,
    input rst,
    input start,
    output reg shift_en,
    output reg load_en,
    output reg data_valid,
    output reg controller_busy
);
    parameter IDLE = 2'b00,
              SHIFT= 2'b01,
              DONE = 2'b10;
    reg [1:0] state, next_state;
    reg [3:0] count;
    always @(posedge clk or posedge rst) begin
        if (rst)
            state <= IDLE;
        else
            state <= next_state;
    end
    always @(*) begin
        case (state)
            IDLE:  next_state = (start) ? SHIFT : IDLE;
            SHIFT: next_state = (count == NUM_CYCLES) ? DONE : SHIFT;
            DONE:  next_state = IDLE;
            default: next_state = IDLE;
        endcase
    end
    always @(posedge clk or posedge rst) begin
        if (rst)
            count <= 0;
        else if (state == SHIFT)
            count <= count + 1;
        else
            count <= 0;
    end
    always @(*) begin
        load_en       = 0;
        shift_en      = 0;
        data_valid  = 0;
        controller_busy= 0;
        case (state)
            IDLE: begin
                load_en = 1;
            end
            SHIFT: begin
                shift_en = 1;
                controller_busy = 1;
            end
            DONE: begin
                data_valid = 1;
            end
        endcase
    end
endmodule
module crc_code_controller_top(
    input clk,
    input rst,
    input read,
    input write,
    output write_shift_en,
    output write_load_en,
    output read_shift_en,
    output read_load_en,
    output write_mem_en,
    output write_mem_busy,
    output read_data_valid,
    output read_controller_busy
);
    crc_code_controller encoder_controller (
        .clk(clk),
        .rst(rst),
        .start(write),
        .shift_en(write_shift_en),
        .load_en(write_load_en),
        .data_valid(write_mem_en),
        .controller_busy(write_mem_busy)
    );
    crc_code_controller decoder_controller(
        .clk(clk),
        .rst(rst),
        .start(read),
        .shift_en(read_shift_en),
        .load_en(read_load_en),
        .data_valid(read_data_valid),
        .controller_busy(read_controller_busy)
    );
endmodule
module crc_code_decoder(
    input  clk,
    input  rst,
    input  [11:0] encoded_data,
    input load,
    input shift_en,
    input processing_complete,
    output [7:0] decoded_data,
    output data_valid,
    output error_detected,
    output completed
);
    reg [11:0] data_shift_reg;
    reg [7:0] data_reg;
    reg [3:0] lfsr;
    wire lsfr_input;
    wire error;
    always @(posedge clk or posedge rst) begin
        if (rst) begin
            data_reg <= 8'h00;
        end else begin
            if (load) begin
                data_reg <= encoded_data[11:4];
            end
        end 
    end
    always @(posedge clk or posedge rst) begin
        if (rst)
            data_shift_reg  <= 12'h000;
        else begin
            if (load)
                data_shift_reg  <= encoded_data;
            else if (shift_en)
                data_shift_reg  <= {data_shift_reg[10:0] , 1'b0};
        end 
    end
    assign lsfr_input = data_shift_reg[11];
    always @(posedge clk or posedge rst) begin
        if (rst)
            lfsr <= 4'b0000;
        else if (load) 
            lfsr <= 4'b0000;
        else if (shift_en)
            lfsr <= {lfsr[2:1] , lfsr[3] ^ lfsr[0], lfsr[3] ^ lsfr_input};
    end
    assign error = |lfsr;
    assign decoded_data = data_reg;
    assign completed = processing_complete;
    assign data_valid = !error & processing_complete;
    assign error_detected = error & processing_complete;
endmodule
module crc_code_encoder(
    input  clk,
    input  rst,
    input  [7:0] data_in,
    input  [3:0] addr_in,
    input load,
    input shift_en,
    output [11:0] data_out,
    output [3:0] addr_out
);
    reg [7:0] data_reg, data_shift_reg;
    reg [3:0] addr_reg;
    reg [3:0] lfsr;
    wire lsfr_input;
    always @(posedge clk or posedge rst) begin
        if (rst) begin
            data_reg        <= 8'b00000000;
            addr_reg        <= 4'b0000;
        end else begin
            if (load) begin
                data_reg        <= data_in;
                addr_reg        <= addr_in;
            end
        end 
    end
    always @(posedge clk or posedge rst) begin
        if (rst)
            data_shift_reg  <= 8'b00000000;
        else begin
            if (load)
                data_shift_reg  <= data_in;
            else if (shift_en)
                data_shift_reg  <= {data_shift_reg[6:0] , 1'b0};
        end 
    end
    assign lsfr_input = data_shift_reg[7];
    always @(posedge clk or posedge rst) begin
        if (rst)
            lfsr <= 4'b0000;
        else if (load) 
            lfsr <= 4'b0000;
        else if (shift_en)
            lfsr <= {lfsr[2:1] , lfsr[3] ^ lfsr[0], lfsr[3] ^ lsfr_input};
    end
    assign addr_out = addr_reg;
    assign data_out[11:4] = data_reg;
    assign data_out[3:0] = lfsr;
endmodule
module crc_code_faulty_memory(
    input clk,
    input rst,
    input write,
    input read,
    input [7:0] data_in,
    input [3:0] addr_in,
    input [3:0] fault_addr,
    input [1:0] burst_error_length,
    input fault_enable,
    output mem_write_busy,
    output read_busy,
    output data_valid,
    output error_detected,
    output completed,
    output [7:0] data_out
);
    wire control_encoder_shift;
    wire control_encoder_load;
    wire control_mem_write;
    wire control_decoder_shift;
    wire control_decoder_load;
    wire control_decoder_complete;
    wire [3:0] encoder_write_addr;
    wire [11:0] encoder_write_data;
    wire [11:0] mem_encoded_data;
    wire [11:0] mem_corrupted_data;
    crc_code_controller_top controller (
        .clk(clk),
        .rst(rst),
        .write(write),
        .write_shift_en(control_encoder_shift),
        .write_load_en(control_encoder_load),
        .write_mem_en(control_mem_write),
        .write_mem_busy(mem_write_busy),
        .read(read),
        .read_shift_en(control_decoder_shift),
        .read_load_en(control_decoder_load),
        .read_data_valid(control_decoder_complete),
        .read_controller_busy(read_busy)
    );
    crc_code_encoder encoder (
        .clk(clk),
        .rst(rst),
        .data_in(data_in),
        .addr_in(addr_in),
        .load(control_encoder_load),
        .shift_en(control_encoder_shift),        
        .data_out(encoder_write_data),
        .addr_out(encoder_write_addr)     
    );
    mem_crc_code memory(
        .clk(clk),
        .rst(rst),
        .wr_en(control_mem_write),
        .write_addr(encoder_write_addr),
        .read_addr(addr_in),
        .write_data(encoder_write_data),
        .read_data(mem_encoded_data)
    );
    burst_error_injector injector(
        .in_code(mem_encoded_data),
        .fault_start_addr(fault_addr),
        .burst_error_length(burst_error_length),
        .fault_en(fault_enable),
        .out_error_code(mem_corrupted_data)
    );
    crc_code_decoder decoder (
        .clk(clk),
        .rst(rst),
        .encoded_data(mem_corrupted_data),
        .load(control_decoder_load),
        .shift_en(control_decoder_shift),
        .processing_complete(control_decoder_complete),      
        .decoded_data(data_out),
        .data_valid(data_valid),
        .error_detected(error_detected),
        .completed(completed)     
    );
endmodule
module mem_crc_code (
    input         clk,
    input         rst,
    input         wr_en,
    input  [3:0]  write_addr,
    input  [3:0]  read_addr,
    input  [11:0] write_data,
    output reg [11:0] read_data
);
    reg [11:0] mem [0:15];
    always @(posedge clk) begin
        if (wr_en) begin
            mem[write_addr] <= write_data;
        end
    end
    always @(*) begin
        if (write_addr == read_addr)
            read_data = write_data;
        else
            read_data = mem[read_addr];
    end
endmodule
File: flow/run.sh
#!/bin/bash
# OpenROAD 26Q1-2900-gdf79404cd8, Yosys 0.63+post, stock flow scripts
make -C /OpenROAD-flow-scripts/flow DESIGN_CONFIG=/design/flow/config.mk WORK_HOME=/design/flow/orfs finish
File: flow/config.mk
export PLATFORM = sky130hd
export DESIGN_NAME = crc_code_faulty_memory
export DESIGN_NICKNAME = crc_code_faulty_memory
export VERILOG_FILES = /design/flow/design.v
export SDC_FILE = /design/flow/constraint.sdc
export NUM_CORES = 4
export LEC_CHECK = 1
export CORE_UTILIZATION = 50
File: flow/constraint.sdc
current_design crc_code_faulty_memory

set clk_period 5.9
set clk_io_pct 0.2

create_clock -name clk0 -period $clk_period [get_ports {clk}]

set non_clock_inputs [all_inputs -no_clocks]
set_input_delay [expr $clk_period * $clk_io_pct] -clock clk0 $non_clock_inputs
set_output_delay [expr $clk_period * $clk_io_pct] -clock clk0 [all_outputs]
==> git commit body <==
Store results of the implementation flow

- The run finished with clean final reports.
* Layout cell share with drive strength beyond 1: 0.178
- Routing resource usage on met3 recorded by global route was 0.143.
- Looking at the max-slew report, the worst-margin pin has a slew of 864 ps.
* Mean cell area of the mapped netlist: between 10 and 15 um2
* Type of origin of the critical path: primary input
- After synthesis, the design contains slightly above 1,000 cells according to Yosys.
- Final design area excluding fillers: around 0.015 mm2
- Tool warnings: 34
- In this run the post-CTS setup repair buffer count came out at 0.
* Total setup violations reported at the end of the flow: 0
- Largest fanout on the critical path: 10
- Via count of the first global-routing pass: 9,368
* Clock period minus final worst setup slack: approximately 4800 ps
* TritonCTS buffer count: 27
* Post-route insts no fill: roughly 1,400
* Top-level I/O count: 36
- Row count: 58
- The gate-level netlist out of Yosys references just under 100 unique cell types.
- The tree built by TritonCTS fans out to between 200 and 300 sinks.
- Across every metal layer, demand over resource in global routing totals 0.310.
* Clk Tree Root Cell: clkbuf_16
* Number of synthesized flops with an enable pin: roughly 190
- The analysis reports a worst IR drop on VDD of 264 uV.
- Yosys stat area: ~0.013 mm2
- Yosys reports the multiplexer fraction of the synthesized area as 0.124.
- Total of cells resized after clock tree synthesis: 0
* Synth warn: 5
- Area post-placement: about 0.014 mm2
- The initial antenna violation count was 0.
* Cells along the critical path: clkdlybuf4s50_1 > buf_4 > mux4_2 > mux2i_1 > a32o_1 > nor3_1 > o31ai_1 > nand3_2 > nor3_1 > and2_1 > o32ai_1 > a221oi_1
- In the floorplan report the effective utilization is 0.514.
* Area grow syn2layout: 13.9%
- The floorplan step defined a core boundary enclosing between 0.02 and 0.03 mm2.
- Post-synth top area share: 0.442
- Among all stages on the critical path, the maximum delay recorded is slightly below 900 ps.
* Post-placement cell count: approximately 1,400
- TritonCTS built the clock tree.
- Post-synth top cells: edfxtp_1, nand2_1, nor2_1
* Startpoint-to-endpoint class of the critical path: primary input to register
- After legalization and detailed placement, the total HPWL measured between 20 and 30 mm.
- The critical path contains buffers and inverters numbering 2 combined.
* Total gr overflow: 0
- Per the final report, max-transition violations number 0.
- Global placement routability congestion: 1.03
- Via total after detailed routing: approximately 9,100
- PD cells: about 280 mW/mm2
* Top delay family on crit path: buffers and inverters
- Library cell appearing most often on the critical path: nor3_1
* Most area-hungry cell type in the Yosys netlist: edfxtp_1
* H-tree depth reported by CTS: 1
* Number of flip-flops under the largest register name: about 190
* Final routed DRC violation total: 0
* CP required: 6330 ps
- Met2 Usage GRT: 0.421
* Antenna Nets Post-Route: 0
- Footprint of the multi-input gates: between 0.005 and 0.006 mm2
* DRT Pass-1 Iters: 8
* Logic family by area: AND-OR/OR-AND gates
- Unrepaired setup endpoints after global routing: false
- Yosys attributes the largest share of cell area to edfxtp_1, dfrtp_1, mux4_2.
- Post-Synth Simple-Gate Area: 0.125
- Die Y: 164 um
* Kind of path behind the tightest hold check: register to register
* Slowest cell on the critical path: clkdlybuf4s50_1
- Data arrival time of the critical path: about 5200 ps
- In the finished design, the share of the clock period the worst path needs comes to 0.806.
- In this build the clock could be raised as far as around 0.21 GHz.
- First-pass GRT wire length: about 56 mm
- Xor and xnor fraction of the mapped netlist area: 0.0146
- Entering global routing, the biggest net connects 49 pins.
* Static leakage: between 5 and 6 nW
- Per the synth stats, the flop cell with the highest instance count is edfxtp_1.
* Share of synthesized registers carrying an async set or reset: 0.244
- Maxcap violations: 0
- After synthesis the netlist holds a flip-flop and latch count of around 250.
- # diodes: 0
- Share of the yosys chip area belonging to registers: 0.561
- Final hold vios: 0
- Syn Inst Count: ~1,000
- The final layout report lists a filler cell count of slightly above 2,000.
- According to the floorplan report, the total die area is around 0.027 mm2.
- Worst max-slew margin expressed relative to the limit: 0.422
- Per the OpenROAD floorplan log, the width of the die is about 160 um.
- Post-detailed-route via-to-cell ratio: around 6.4
- Clock transition at the registers of the reported paths: roughly 60 ps
- The most critical hold endpoint after final layout shows a slack of roughly 460 ps.
* FA/HA/MAJ Cells, Area Fraction: 0.0153
- The clock passes through at most 3 buffers.
- Most popular library cell in the synthesized design by count: edfxtp_1
* Worst setup skew after layout: 22.8 ps
- Setup total negative slack on the finished layout was measured at 0 ps.
- Per the detailed-route log, wirelength across all metal layers totals 36.4 mm.
- The first routing iteration left around 730 violations.
- Register area: about 0.0073 mm2
- Met1 usage in global routing: 0.500
- TritonRoute output was used to compute an average wire per cell of ~26 um.
- CP Capture Type: register
- In this run, the synthesized area fraction spent on AND-OR/OR-AND gates is recorded as 0.129.
- The layer flagged by global routing as most heavily used is met1.
- Synthesized area: 0.0130 mm2
* Number of buffer cells added on primary ports: 35
- The skew report gives the latency at the later pin of the worst-skew pair as about 550 ps.
- The report puts the hold buffer count at CTS at 0.
==> kinds of logic (layout without fill, tap and decap cells) <==
logic type      after synthesis  in the layout
flops                       254            254
fa+ha+maj                    16             16
compound gates              220            220
buf+inv                      89            156
simple gates                319            319
mux                         101            101
xor+xnor                     20             20
==> layout by cell type (no fill, tap or decap), types with 11 or more instances in the layout <==
| cell type | Yosys | layout |
|---|---|---|
| buf_4 | 3 | 47 |
| a22oi_1 | 12 | 12 |
| a21oi_1 | 25 | 25 |
| mux2i_1 | 41 | 41 |
| xnor2_1 | 13 | 13 |
| edfxtp_1 | 192 | 192 |
| and2_1 | 24 | 24 |
| clkbuf_16 | 0 | 27 |
| ha_1 | 16 | 16 |
| clkdlybuf4s50_1 | 0 | 32 |
| nand2b_1 | 11 | 11 |
| nand3_1 | 27 | 27 |
| o21ai_0 | 33 | 33 |
| nand2_1 | 81 | 81 |
| mux2_2 | 12 | 12 |
| a211oi_1 | 25 | 25 |
| nor2_1 | 72 | 72 |
| dfrtp_1 | 60 | 60 |
| and3_1 | 16 | 16 |
| nor2b_1 | 19 | 19 |
| mux4_2 | 47 | 47 |
| inv_1 | 21 | 20 |
| nor3_1 | 17 | 13 |
==> area by class of cell <==
type,instances,area share
repair buffers,83,0.0476
inverters,25,0.00640
flip-flops and latches,254,0.492
clock buffers,31,0.0465
clock inverters,17,0.0203
well taps,330,0.0278
multi-input cells,676,0.359
==> layer usage <==
metal | vias up | part of all wire
li1 | 4058 | -
met1 | 4443 | 0.42
met2 | 537 | 0.43
met3 | 59 | 0.13
met4 | 0 | 0.024
met5 | - | 0
==> stage by stage <==
stage | total power, mW | utilization | setup slack [ps]
5_1_grt | 4.24 | 0.585 | 830
3_3_place_gp | 2.27 | 0.546 | 732
4_1_cts | 4.14 | 0.585 | 1170
3_5_place_dp | 2.27 | 0.546 | 618
6_report | 4.11 | 0.585 | 1140
2_1_floorplan | 2.16 | - | 1630
==> where the power goes <==
part / total (mW) / switching, mW / internal [mW]
sequential: 1.90 / 0 / 1.90
combinational: 0.336 / 0.223 / 0.112
clock: 1.87 / 0.684 / 1.19
==> path summary, 6_finish.rpt <==
check | from | endpoint | slack, ps | depth (start not counted)
worst max-delay path | addr_in[0] | decoder.data_shift_reg[3]$_DFFE_PP0P_ | 1140 | 12
worst min-delay path | controller.decoder_controller.count[0]$_DFF_PP0_ | controller.decoder_controller.count[0]$_DFF_PP0_ | 460 | 1
worst max register to register | memory.mem[6][5]$_DFFE_PP_ | decoder.data_reg[1]$_DFFE_PP0P_ | 2130 | 9
worst min register to register | controller.decoder_controller.count[0]$_DFF_PP0_ | controller.decoder_controller.count[0]$_DFF_PP0_ | 460 | 1
max in group asynchronous | rst | decoder.data_shift_reg[0]$_DFFE_PP0P_ | 4050 | 3
min in group asynchronous | rst | decoder.lfsr[0]$_DFFE_PP0P_ | 890 | 2
No activity file was given, so power comes from the tool's default toggle rates.
