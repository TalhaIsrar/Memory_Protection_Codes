### flow/run.sh
#!/bin/bash
# OpenROAD 26Q1-2900-gdf79404cd8, Yosys 0.63+post, stock flow scripts
make -C /OpenROAD-flow-scripts/flow DESIGN_CONFIG=/design/flow/config.mk WORK_HOME=/design/flow/orfs finish
### flow/config.mk
export PLATFORM = sky130hd
export DESIGN_NAME = ecc_hamming_secded_faulty_memory
export DESIGN_NICKNAME = ecc_hamming_secded_faulty_memory
export VERILOG_FILES = /design/flow/design.v
export SDC_FILE = /design/flow/constraint.sdc
export NUM_CORES = 4
export LEC_CHECK = 1
export CORE_UTILIZATION = 40
### flow/constraint.sdc
current_design ecc_hamming_secded_faulty_memory

set clk_period 5.4
set clk_io_pct 0.2

create_clock -name clk0 -period $clk_period [get_ports {clk}]

set non_clock_inputs [all_inputs -no_clocks]
set_input_delay [expr $clk_period * $clk_io_pct] -clock clk0 $non_clock_inputs
set_output_delay [expr $clk_period * $clk_io_pct] -clock clk0 [all_outputs]
### flow/design.v
module ecc_hamming_secded_faulty_memory(
    input clk,
    input rst,
    input [7:0] input_data,
    input [3:0] input_addr,
    input wr_en,
    input [3:0] fault_addr1,
    input [3:0] fault_addr2,
    input fault_enable,
    input two_bit_fault_enable,
    output [7:0] output_data,
    output single_bit_error_corrected,
    output double_bit_error_detected
);
    wire [12:0] encoded;
    wire [12:0] codeword_read;
    wire [12:0] corrupted;
    hamming_secded_encoder encoder (
        .input_data(input_data),
        .output_code(encoded)
    );
    mem_secded memory(
        .clk(clk),
        .rst(rst),
        .wr_en(wr_en),
        .addr(input_addr),
        .data_in(encoded),
        .data_out(codeword_read)
    );
    two_bit_fault_injector injector (
        .in_code(codeword_read),
        .fault_bit_addr1(fault_addr1),
        .fault_bit_addr2(fault_addr2),
        .fault_en(fault_enable),
        .is_two_bit_fault(two_bit_fault_enable),
        .out_error_code(corrupted)
    );
    hamming_secded_decoder decoder (
        .in_code(corrupted),
        .out_data(output_data),
        .single_error_corrected(single_bit_error_corrected),
        .double_error_detected(double_bit_error_detected)
    );
endmodule
module hamming_secded_decoder(
    input  [12:0] in_code,
    output reg [7:0] out_data,
    output reg single_error_corrected,
    output reg double_error_detected
);
    wire [3:0] syndrome;
    wire parity_check;
    reg  [12:0] corrected_code;
    assign syndrome[3] = in_code[12] ^ in_code[11] ^ in_code[10] ^ in_code[9] ^ in_code[8]; 
    assign syndrome[2] = in_code[12] ^ in_code[7]  ^ in_code[6]  ^ in_code[5] ^ in_code[4];
    assign syndrome[1] = in_code[11] ^ in_code[10] ^ in_code[7]  ^ in_code[6] ^ in_code[3] ^ in_code[2];
    assign syndrome[0] = in_code[11] ^ in_code[9]  ^ in_code[7]  ^ in_code[5] ^ in_code[3] ^ in_code[1];
    assign parity_check = ^in_code[12:1] ^ in_code[0];  
    always @(*) begin
        corrected_code = in_code;
        single_error_corrected = 0;
        double_error_detected  = 0;
        if (syndrome == 4'b0000 && parity_check == 0) begin
            corrected_code = in_code;
        end else if (syndrome != 4'b0000 && parity_check == 1) begin
            single_error_corrected = 1;
            case (syndrome)
                4'd1:  corrected_code[1]  = ~corrected_code[1];
                4'd2:  corrected_code[2]  = ~corrected_code[2];
                4'd3:  corrected_code[3]  = ~corrected_code[3];
                4'd4:  corrected_code[4]  = ~corrected_code[4];
                4'd5:  corrected_code[5]  = ~corrected_code[5];
                4'd6:  corrected_code[6]  = ~corrected_code[6];
                4'd7:  corrected_code[7]  = ~corrected_code[7];
                4'd8:  corrected_code[8]  = ~corrected_code[8];
                4'd9:  corrected_code[9]  = ~corrected_code[9];
                4'd10: corrected_code[10] = ~corrected_code[10];
                4'd11: corrected_code[11] = ~corrected_code[11];
                4'd12: corrected_code[12] = ~corrected_code[12];
                default: ;
            endcase
        end else if (syndrome != 4'b0000 && parity_check == 0) begin
            double_error_detected = 1;
        end else if (syndrome == 4'b0000 && parity_check == 1) begin
            single_error_corrected = 1;
            corrected_code[0] = ~corrected_code[0];  
        end
        out_data[0] = corrected_code[3];
        out_data[1] = corrected_code[5];
        out_data[2] = corrected_code[6];
        out_data[3] = corrected_code[7];
        out_data[4] = corrected_code[9];
        out_data[5] = corrected_code[10];
        out_data[6] = corrected_code[11];
        out_data[7] = corrected_code[12];
    end
endmodule
module hamming_secded_encoder(
    input  [7:0] input_data,
    output [12:0] output_code
);
    wire [12:0] code;
    assign code[12] = input_data[7];
    assign code[11] = input_data[6];
    assign code[10]  = input_data[5];
    assign code[9]  = input_data[4];
    assign code[7]  = input_data[3];
    assign code[6]  = input_data[2];
    assign code[5]  = input_data[1];
    assign code[3]  = input_data[0];
    assign code[8] = code[12] ^ code[11] ^ code[10] ^ code[9];            
    assign code[4] = code[12] ^ code[7]  ^ code[6]  ^ code[5];             
    assign code[2] = code[11] ^ code[10] ^ code[7]  ^ code[6] ^ code[3]; 
    assign code[1] = code[11] ^ code[9]  ^ code[7]  ^ code[5] ^ code[3]; 
    assign code[0] = ^code[12:1];
    assign output_code = code;
endmodule
module mem_secded (
    input         clk,
    input         rst,
    input         wr_en,
    input  [3:0]  addr,
    input  [12:0] data_in,
    output [12:0] data_out
);
    reg [12:0] mem [0:15];
    assign data_out = mem[addr];
    always @(posedge clk) begin
        if (wr_en) begin
            mem[addr] <= data_in;
        end
    end
endmodule
module two_bit_fault_injector
(
    input  [12:0] in_code,
    input  [3:0]  fault_bit_addr1,
    input  [3:0]  fault_bit_addr2,
    input         fault_en,
    input         is_two_bit_fault,   
    output reg [12:0] out_error_code
);
    always @(*) begin
        out_error_code = in_code;
        if (fault_en) begin
            case (fault_bit_addr1)
                4'd0:  out_error_code[0]  = ~in_code[0];
                4'd1:  out_error_code[1]  = ~in_code[1];
                4'd2:  out_error_code[2]  = ~in_code[2];
                4'd3:  out_error_code[3]  = ~in_code[3];
                4'd4:  out_error_code[4]  = ~in_code[4];
                4'd5:  out_error_code[5]  = ~in_code[5];
                4'd6:  out_error_code[6]  = ~in_code[6];
                4'd7:  out_error_code[7]  = ~in_code[7];
                4'd8:  out_error_code[8]  = ~in_code[8];
                4'd9:  out_error_code[9]  = ~in_code[9];
                4'd10: out_error_code[10] = ~in_code[10];
                4'd11: out_error_code[11] = ~in_code[11];
                4'd12: out_error_code[12] = ~in_code[12];
                default: ;  
            endcase
        end
        if (fault_en && is_two_bit_fault) begin
            case (fault_bit_addr2)
                4'd0:  out_error_code[0]  = ~in_code[0];
                4'd1:  out_error_code[1]  = ~in_code[1];
                4'd2:  out_error_code[2]  = ~in_code[2];
                4'd3:  out_error_code[3]  = ~in_code[3];
                4'd4:  out_error_code[4]  = ~in_code[4];
                4'd5:  out_error_code[5]  = ~in_code[5];
                4'd6:  out_error_code[6]  = ~in_code[6];
                4'd7:  out_error_code[7]  = ~in_code[7];
                4'd8:  out_error_code[8]  = ~in_code[8];
                4'd9:  out_error_code[9]  = ~in_code[9];
                4'd10: out_error_code[10] = ~in_code[10];
                4'd11: out_error_code[11] = ~in_code[11];
                4'd12: out_error_code[12] = ~in_code[12];
                default: ;  
            endcase
        end
    end
endmodule
==> qor.txt <==
ys flops - 208
critical path start-end classification - in2out
Die H - 151 um
min-delay worst type - in2reg
CTS buffer count - 21
floorplan row count - 54
first-pass GRT wire length - 28200 um
crit path max fanout - 7
biggest regs - memory.mem x208
fraction of final layout cells sized beyond drive strength 1 - 0.413
ANT nets after route - 0
wire per inst - 21.9 um
Synth Instances - 426
GPL Wtd Cong - 0.898
CP required - 4.32 ns
io pins - 35
setup ws final - 0.0398 ns
Die Area - 0.0229 mm2
non-filler cells, final - 866
yosys cell count - 426
maximum clock path buffer count - 3
max reg flops - 208
CTS root buf - clkbuf_16
final core occ - 0.519
worst endpoint data arrival time - 4.28 ns
Max rail drop VDD - 240 uV
worst slack at placement - -0.490 ns
cycle use final - 0.993
Core Area - 0.0219 mm2
Hold Buf Count CTS - 0
largest net degree at the start of global routing - 20
top cells by area - edfxtp_1 (70%), mux4_2 (12%), mux4_1 (3.5%)
vias after detailed routing - 4593
port bufs - 33
yosys stat chip area - 0.00894 mm2
crit start category - input port
overall power - 4.11 mW
DRC Markers - 0
number of diodes - 0
hold path depth - 3
cell type with the largest total area - edfxtp_1
Worst Tran Pin Value - 0.924 ns
Reg with most FFs - memory.mem
Log Warnings - 28
GRT Resource Usage Total - 0.188
synthesized cell area - 0.00894 mm2
Min Clock Period, post-route - 5.36 ns
status - completed
dpl hpwl - 12100 um
Layout area overhead - 27.0%
1st-pass router iterations - 4
Worst slew margin - 0.381
TritonCTS clock tree - yes
Area leader share - 0.699
max-cap violations - 0
initial DRC count - 321
Via-to-Cell Ratio - 5.30
Hold WS - 1.41 ns
Hold Path End - memory.mem[0][9]
clock sinks - 208
total gr overflow - 0
vias in the first global route - 4853
hold path startpoint - input_addr[1]
Leakage - 3.94 nW
final slew viol count - 0
Hold Vio Cnt, Final - 0
Final setup viols - 0
Unique cell types - 34
clock transition at the registers of the reported paths - 0.06 ns
RSZ-0062 raised after global routing - yes
H-Tree Level Count - 1
Synth Warn # - 3
Inst Count DP - 803
Post-Syn Area per Cell - 21.0 um2
aggregate routed wire length - 19000 um
Seq share, synth - 0.699
DIE WIDTH - 151 um
FP Core Util - 0.408
crit path capture type - output port
antenna violations before repair - 0
Max Fclk - 187 MHz
Pwr per Cell Area - 362 mW/mm2
[cells by family (layout without fill, tap and decap cells)]
logic type	after synthesis	count (layout)	share of synthesized area
buffers and inverters	18	178	0.0139
XOR/XNOR	52	52	0.0699
multiplexers	78	78	0.175
flip-flops	208	208	0.699
AND-OR/OR-AND	14	14	0.00994
AND/OR/NAND/NOR	56	56	0.0322
[how the worst max path moves through the flow]
stage             start              to  cells past startpoint
4_1_cts   input_addr[2]  output_data[5]                     13
5_1_grt   input_addr[0]  output_data[1]                     12
6_report  input_addr[0]  output_data[1]                     12
[cells in the final DEF, fill, tap and decap left out, types with 4 or more instances in the layout]
cell type        instances
buf_12                  10
buf_4                   96
buf_6                    7
clkbuf_16               21
clkdlybuf4s50_1         19
clkinv_1                 5
dlygate4sd2_1            4
dlymetal6s2s_1           5
edfxtp_1               208
mux2i_1                 10
mux2i_2                  5
mux4_1                   9
mux4_2                  50
nand2_1                  6
nand2b_1                 6
nand3_1                  5
nand3b_1                 4
nor2_1                  16
nor3_2                   4
nor3_4                   4
o22ai_1                  9
xnor2_1                 17
xnor2_2                  5
xor2_1                  11
xor2_2                   9
[stage by stage]
step                      setup TNS [ns]  area, um2
after floorplan                        0       8940
after global placement             -2.86      10200
after CTS                         -0.354      11100
after global routing              -0.116      11400
final                                  0      11400
after detailed placement           -3.05      10200
[routing by layer]
metal | wire length, um | GRT usage
met3 | 2640 | 0.122
met1 | 6900 | 0.248
met4 | 384 | 0.0315
met5 | 0 | 0
met2 | 9080 | 0.282
[cell usage after synthesis (all sizes together)]
cell and count:
xor2 20, nand2 8, o32ai 1, o22ai 11, mux4 59, nand2b 6
inv 1, xnor2 25, a21oi 1, nand4b 1, or2 3, edfxtp 208
xnor3 6, a31oi 1, or3b 2, nand3 5, mux2i 18, or4b 1
nor2 17, nor4 1, buf 17, xor3 1, mux2 1, nand3b 4
nor3 8
[final cells by class]
| type | count | area, um2 |
|---|---|---|
| multi-input combinational | 200 | 2830 |
| fill | 1697 | 10500 |
| clock inverter | 9 | 41.3 |
| sequential | 208 | 6250 |
| tap | 280 | 350 |
| clock buffer | 23 | 533 |
| inverter | 1 | 3.75 |
| timing repair buffer | 145 | 1350 |
[what timing repair did]
| item | in CTS | in global routing |
|---|---|---|
| resized | 47 | 39 |
| gates cloned | 1 | 0 |
| pin swaps | 19 | 22 |
| endpoints found under the hold margin | 0 | 0 |
| setup endpoints to repair | 10 | 10 |
| buffers inserted | 17 | 14 |
[power breakdown]
| group | internal, mW | switching, mW |
|---|---|---|
| sequential | 1.86 | 0.00729 |
| clock | 0.701 | 0.536 |
| combinational | 0.548 | 0.458 |
[critical path, stage by stage]
cell and delay [ns]:
buf_12 0.11, buf_12 0.12, mux4_2 0.48, mux4_2 0.56, xnor2_4 0.24, buf_6 0.12, xnor3_2 0.45, xnor2_4 0.18
buf_6 0.13, or4b_4 0.54, xor2_2 0.16, buf_2 0.10
Power figures rest on the tool's default switching activity, not on a simulated workload.
